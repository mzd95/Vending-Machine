`config.mk`:
```
export PLATFORM = sky130hd
export DESIGN_NAME = sevenSegDispMngr_B
export DESIGN_NICKNAME = sevenSegDispMngr_B
export VERILOG_FILES = /design/flow/design.v
export SDC_FILE = /design/flow/constraint.sdc
export NUM_CORES = 4
export LEC_CHECK = 1
export CORE_AREA = 10 10 87 87
export DIE_AREA = 0 0 97 97
```
`constraint.sdc`:
```
current_design sevenSegDispMngr_B

set clk_period 1.6
set clk_io_pct 0.2

create_clock -name clk0 -period $clk_period [get_ports {clk}]

set non_clock_inputs [all_inputs -no_clocks]
set_input_delay [expr $clk_period * $clk_io_pct] -clock clk0 $non_clock_inputs
set_output_delay [expr $clk_period * $clk_io_pct] -clock clk0 [all_outputs]
```
`design.v`:
```
module seg_decoder_B(data, seg);
  input [3:0] data;
  output reg [6:0] seg;
  always @(data)
  begin
    seg = 7'b1111111;
    case (data)
      4'h0 : seg = 7'b0000001;
      4'h1 : seg = 7'b1001111;
      4'h2 : seg = 7'b0010010;
      4'h3 : seg = 7'b0000110;
      4'h4 : seg = 7'b1001100;
      4'h5 : seg = 7'b0100100;
      4'h6 : seg = 7'b0100000;
      4'h7 : seg = 7'b0001111;
      4'h8 : seg = 7'b0000000;
      4'h9 : seg = 7'b0000100;
      4'ha : seg = 7'b0000010;
      4'hb : seg = 7'b1100000;
      4'hc : seg = 7'b0110001;
      4'hd : seg = 7'b1000010;
      4'he : seg = 7'b0010000;
      4'hf : seg = 7'b0111000;
    endcase
  end
endmodule
module sevenSegDispMngr_B(clk, reset, apple, banana, carrot, date, error, credit, digit1, digit0, special, counter, state);
  input clk, reset;
  input apple, banana, carrot, date, error;
  input [7:0] credit;
  output reg [6:0] digit1, digit0;
  output reg [7:0] special;
  output reg state;
  output reg [2:0] counter;
  wire [6:0] out1, out0, out3, out2;
  seg_decoder_B A(credit[7:4],out1);
  seg_decoder_B B(credit[3:0],out0);
  seg_decoder_B C(special[7:4],out3);
  seg_decoder_B D(special[3:0],out2);
  always @(posedge clk)
  begin
    if (~state)
      begin
        digit1 <= out1;
        digit0 <= out0;
        counter <= 3'b000;
      end
    else if (state)
      begin
        digit1 <= out3;
        digit0 <= out2;
        if (counter<3'b101)
          counter <= counter+3'b001;
        else if (counter==3'b101)
          state <= 1'b0;
      end
  end
  always @(reset or apple or banana or carrot or date or error)
  begin
    if (~reset)
      begin
        special <= 8'b00000000;
        state <= 1'b0;
      end
    else if (reset)
      begin
        if (apple)
          begin
            special <= 8'b10101010;
            state <= 1'b1;
          end
        else if (banana)
          begin
            special <= 8'b10111011;
            state <= 1'b1;
          end
        else if (carrot)
          begin
            special <= 8'b11001100;
            state <= 1'b1;
          end
        else if (date)
          begin
            special <= 8'b11011101;
            state <= 1'b1;
          end
        else if (error)
          begin
            special <= 8'b11101110;
            state <= 1'b1;
          end
      end
  end
endmodule
```
`run.sh`:
```
#!/bin/bash
# OpenROAD 26Q1-2900-gdf79404cd8, Yosys 0.63+post, stock flow scripts
make -C /OpenROAD-flow-scripts/flow DESIGN_CONFIG=/design/flow/config.mk WORK_HOME=/design/flow/orfs finish
```
==> impl_metrics.xml <==
<?xml version="1.0" encoding="UTF-8"?>
<metrics>
  <group name="synth">
    <metric name="top_cells_by_count" unit="">18 x sky130_fd_sc_hd__dfxtp_1, 18 x sky130_fd_sc_hd__ha_1, 12 x sky130_fd_sc_hd__inv_1</metric>
    <metric name="yosysTopAreaCell" unit="">sky130_fd_sc_hd__dfxtp_1</metric>
    <metric name="netlist.area_leader.share" unit="">0.273</metric>
    <metric name="yosys_most_used_dff" unit="">sky130_fd_sc_hd__dfxtp_1</metric>
    <metric name="post_synth_cell_types" unit="">39</metric>
    <metric name="synthArstFlopShare" unit="">0</metric>
    <metric name="yosys-top-cells-area" unit="">sky130_fd_sc_hd__dfxtp_1 27%, sky130_fd_sc_hd__ha_1 17%, sky130_fd_sc_hd__dlxtn_1 4.5%</metric>
    <metric name="yosysCellCount" unit="">144</metric>
    <metric name="enable_flop_cells" unit="">0</metric>
    <metric name="yosys_area" unit="mm^2">0.00132</metric>
    <metric name="synth-warning-count" unit="">2</metric>
    <metric name="synth.ff_latch_count" unit="">22</metric>
  </group>
  <group name="run_status">
    <metric name="outcome.stop_stage" unit="">synthesis</metric>
    <metric name="run_status" unit="">did not finish</metric>
    <metric name="run.stop_error" unit="">ERROR: Found 1 problems in &#x27;check -assert&#x27;.</metric>
  </group>
</metrics>
logic make-up after synthesis:
group	count (synthesis)	share of synthesized area
adders and majority gates	18	0.170
buffers and inverters	24	0.0994
muxes	6	0.0701
DFF	18	0.273
and+or+nand+nor	34	0.138
latches	4	0.0455
AOI/OAI and AO/OA	40	0.204
